==> flow/config.mk <==
export PLATFORM = sky130hd
export DESIGN_NAME = timing_fpga
export DESIGN_NICKNAME = timing_fpga
export VERILOG_FILES = /design/flow/design.v
export SDC_FILE = /design/flow/constraint.sdc
export NUM_CORES = 4
export LEC_CHECK = 1
export CORE_UTILIZATION = 30
==> flow/constraint.sdc <==
current_design timing_fpga

set clk_period 2.4
set clk_io_pct 0.2

create_clock -name clk0 -period $clk_period [get_ports {clk_tf}]

set non_clock_inputs [all_inputs -no_clocks]
set_input_delay [expr $clk_period * $clk_io_pct] -clock clk0 $non_clock_inputs
set_output_delay [expr $clk_period * $clk_io_pct] -clock clk0 [all_outputs]
==> flow/design.v <==
module timing_fpga #(
  parameter ClocksPerSecond = 19200000,
  parameter PpsPulseWidth =   1920,  
  parameter SlowClockPeriod = 1920   
)
(
  input logic clk_tf,
  input logic tf_reset_l,
  input logic pps_raw_logic,
  output logic uc_slow_clock,
  output logic uc_pps_next,
  output logic uc_stop_next,
  output logic uc_stop_done,
  output logic tos_mark_ddc,
  output logic tdc_stop_next,
  output logic pps_clean_next
);
localparam SlowClocksPerSecond = ClocksPerSecond/SlowClockPeriod;
logic rst_l;
logic rst_p1, rst_p0;
always_ff @(posedge clk_tf or negedge tf_reset_l) begin
  if(!tf_reset_l) begin
    rst_p1 <= 1'b0;
    rst_p0 <= 1'b0;
  end
  else begin
    rst_p1 <= 1'b1;
    rst_p0 <= rst_p1;
  end
end
assign rst_l = rst_p0;
logic [$clog2(SlowClockPeriod)-1:0] slow_clock_count;
logic slow_clock_rise_next, slow_clock_fall_next, slow_clock_next;
always_ff @(posedge clk_tf or negedge rst_l) begin
  if(!rst_l) begin
    slow_clock_rise_next <= 1'b0;
    slow_clock_fall_next <= 1'b0;
    slow_clock_next <= 1'b1;
  end
  else begin
    slow_clock_rise_next <= (slow_clock_count == SlowClockPeriod-2);
    slow_clock_fall_next <= (slow_clock_count == (SlowClockPeriod/2)-2);
    slow_clock_next <= (slow_clock_count < (SlowClockPeriod/2)-2 || slow_clock_count == SlowClockPeriod-2 || slow_clock_count == SlowClockPeriod-1);
  end
end
always_ff @(posedge clk_tf or negedge rst_l) begin
  if(!rst_l) begin
    slow_clock_count <= '0;
  end
  else if (slow_clock_rise_next || pps_rise_next) begin
    slow_clock_count <= '0;
  end
  else begin
    slow_clock_count <= slow_clock_count + 1'b1;
  end
end
logic [$clog2(ClocksPerSecond)-1:0] pps_count;
logic pps_rise_next, pps_pulse_next;
always_ff @(posedge clk_tf or negedge rst_l) begin
  if(!rst_l) begin
    pps_rise_next <= 1'b0;
    pps_pulse_next <= 1'b1;
  end
  else begin
    pps_rise_next <= (pps_count == ClocksPerSecond-2);
    pps_pulse_next <= (pps_count < PpsPulseWidth-2 || pps_count == ClocksPerSecond-2 || pps_count == ClocksPerSecond-1);
  end
end
always_ff @(posedge clk_tf or negedge rst_l) begin
  if(!rst_l) begin
    pps_count <= '0;
  end
  else if (pps_rise_next) begin
    pps_count <= '0;
  end
  else begin
    pps_count <= pps_count + 1'b1;
  end
end
assign tos_mark_ddc = pps_rise_next;  
assign pps_clean_next = pps_pulse_next;  
logic pps_raw_d1, pps_raw_d2, pps_raw_d3;
logic pps_raw_rise;
assign pps_raw_rise = (pps_raw_d2 && !pps_raw_d3);
always @(posedge clk_tf or negedge rst_l) begin
  if(!rst_l) begin
    pps_raw_d1 <= 1'b0;
    pps_raw_d2 <= 1'b0;
    pps_raw_d3 <= 1'b0;
  end
  else begin
    pps_raw_d1 <= pps_raw_logic;
    pps_raw_d2 <= pps_raw_d1;
    pps_raw_d3 <= pps_raw_d2;
  end
end
enum logic [1:0] {
  S_idle = 2'h0,
  S_arm = 2'h1,
  S_stop = 2'h2
} stop_state, stop_state_next;
always_comb begin
  stop_state_next = stop_state;
  case (stop_state)
    S_idle: begin
      if(pps_raw_rise) begin
        stop_state_next = S_arm;
      end
    end
    S_arm: begin
      if(slow_clock_rise_next) begin
        stop_state_next = S_stop;
      end
    end
    S_stop: begin
      if(slow_clock_fall_next) begin
        stop_state_next = S_idle;
      end
    end
  endcase
end
always_ff @(posedge clk_tf or negedge rst_l) begin
  if(!rst_l) begin
    stop_state <= S_idle;
  end
  else begin
    stop_state <= stop_state_next;
  end
end
assign tdc_stop_next = (stop_state_next == S_stop);
logic int_uc_slow_clock_pre;
always_ff @(posedge clk_tf or negedge rst_l) begin
  if(!rst_l) begin
    int_uc_slow_clock_pre <= 1'b1;
    uc_slow_clock <= 1'b0;
  end
  else begin
    int_uc_slow_clock_pre <= slow_clock_next;
    uc_slow_clock <= int_uc_slow_clock_pre;
  end
end
always @(posedge clk_tf) begin
  if(!rst_l) begin
    uc_pps_next <= 1'b1;
    uc_stop_next <= 1'b0;
    uc_stop_done <= 1'b0;
  end
  else if(slow_clock_rise_next) begin
    uc_pps_next <= pps_rise_next;
    uc_stop_next <= (stop_state_next == S_stop);
    uc_stop_done <= uc_stop_next;  
  end
end
endmodule
==> flow/run.sh <==
#!/bin/bash
# OpenROAD 26Q1-2900-gdf79404cd8, Yosys 0.63+post, stock flow scripts
make -C /OpenROAD-flow-scripts/flow DESIGN_CONFIG=/design/flow/config.mk WORK_HOME=/design/flow/orfs finish
==> flow_summary.json <==
{
  "synth_seq_share": 0.535,
  "drt_wl_total_mm": 4.37,
  "fillerInstances": 777,
  "drive_gt1_frac": 0.0875,
  "clk_latency_ns": 0.31,
  "combPwrFrac": 0.009,
  "regMostFlops": "pps_count",
  "cp-start-kind": "flop",
  "top_regs": "pps_count (25), slow_clock_count (11), stop_state (3)",
  "cts_made_buffers": 5,
  "crit_fanout": 3,
  "dr_wl_met2_mm": 1.83,
  "startpoint": "pps_raw_d2",
  "max_slew_margin": 0.578,
  "fp.dieH_microns": 93.4,
  "clk_pin_slew_ns": 0.11,
  "drt-pass1-iter-count": 4,
  "first_iter_violations": 69,
  "core_area_sq_mm": 0.00789,
  "top_cell_area_share": 0.469,
  "ys.warnings.count": 1,
  "clk_path_buf_depth": 2,
  "cp.required_ns": 1.92,
  "rr_worst_depth": 4,
  "max_cap_viol_count": 0,
  "intPower_mw": 1.13,
  "clock-sinks": 54,
  "slew_viol_final": 0,
  "critical_path.endpoint": "tdc_stop_next",
  "fin_crit_sh": 0.917,
  "critPathCaptureType": "output port",
  "synthTopCellsByArea": "dfrtp_1 (47%), xnor2_1 (4.9%), nor2_1 (4.8%)",
  "warnings": 27,
  "rsz0062_at_grt": "no",
  "power_frac_seq": 0.630,
  "gr-total-overflow": 0,
  "synthesis.area_sq_mm": 0.00251,
  "ff_type": "dfrtp_1",
  "fin_skew_ns": 0.00959,
  "antenna_found_initial": 0,
  "fin_setup_tns_ns": 0,
  "hold_viol_final": 0,
  "grt_pass1_vias": 1659,
  "finalSetupViolCount": 0,
  "detail_route.vias_per_cell": 4.93,
  "grt_usage": 0.112,
  "place_congestion": 0.828,
  "p_sw_frac": 0.227,
  "wirelength_met1_mm": 2.34,
  "io-pin-count": 10,
  "ys_cells": 250,
  "dpl.hpwl_mm": 2.97,
  "wl_met3_microns": 133,
  "synthCells": 250,
  "worst_slack_ns": 0.200,
  "fp_util": 0.318,
  "drc": 0,
  "n_antenna_cell": 0,
  "cts_hold_buf": 0,
  "finalCriticalPeriod_ns": 2.20,
  "avgSynthCellArea_sq_um": 10.0,
  "yosys.area.top_type": "dfrtp_1",
  "ant_nets": 0,
  "postCtsSetupRepairBufs": 0,
  "dr.max_layer_used": "met4",
  "arrival_ns": 1.72,
  "grt_first_pass_wirelength_mm": 7.78,
  "wl_per_cell_microns": 12.0,
  "largest_reg_flops": 25,
  "io_buffers": 9,
  "cts_tree": "yes",
  "numSynthFlops": 54,
  "worstHoldPathType": "flop to asynchronous set/reset pin",
  "chipArea_sq_mm": 0.00873,
  "seqCellArea_sq_mm": 0.00134,
  "vias": 1801,
  "path_class": "flop to output port",
  "top_cell": "dfrtp_1",
  "rr_endpoint": "pps_count[23]",
  "r2r-start": "pps_count[8]",
  "cts.htree.levels": 2,
  "fp-row-count": 32,
  "vdd_drop_max_mv": 0.239,
  "chipWidth_microns": 93.4,
  "pwr-share-clk": 0.361,
  "grt_max_degree": 32,
  "synthTopCellsByCount": "dfrtp_1 (47), nor2_1 (32), nand2_1 (17), nand3_1 (14), xnor2_1 (14)",
  "dpl_worst_slack_ns": 0.500,
  "cts-root-buf": "clkbuf_8",
  "logic_area_sq_mm": 0.00110,
  "status": "finished clean",
  "cts-resized-gates": 0,
  "r2r_setup_slack_ns": 0.52,
  "switchingPower_uw": 333,
  "fmax_mhz": 455,
  "synthArstFlopShare": 0.944,
  "p_leak_nw": 1.17,
  "powerDensity_mw_per_mm2": 522,
  "edf_count": 0,
  "ys_chip_area_sq_mm": 0.00251,
  "yosysUniqueCellTypes": 40,
  "syn_to_final_growth_pct": 12.1,
  "worst_pin_slew_ns": 0.634
}
## how the worst min path moves through the flow
stage / endpoint / slack (ns) / cells after the start
finish: slow_clock_count[2] / 0.30 / 0
global route: rst_p1 / 0.32 / 1
CTS: rst_p1 / 0.32 / 1
## cells by family after synthesis
| family | Yosys count | synth area share |
|---|---|---|
| flip-flops | 54 | 0.535 |
| AND/OR/NAND/NOR | 122 | 0.261 |
| XOR/XNOR | 21 | 0.0734 |
| other | 1 | 0.00150 |
| adder cells (fa/ha/maj) | 4 | 0.0200 |
| AND-OR/OR-AND | 30 | 0.0714 |
| buffers and inverters | 15 | 0.0254 |
| multiplexers | 3 | 0.0120 |
## worst max-delay path, cell delays in order, from the launching register on
cell and delay (ns):
dfrtp_1 0.39, nor2b_1 0.15, a221oi_1 0.35, clkdlybuf4s50_1 0.52
## area by class of cell
type                       count  share of cell area
clock buffer                   5              0.0245
clock inverter                 3             0.00935
multi-input combinational    181               0.392
inverter                       8              0.0107
sequential                    54               0.478
tap                          102              0.0454
timing repair buffer          12              0.0401
## through the flow
stage	utilization	cell area (sq um)	power [mW]	cells	hold slack, ns
detailed placement	0.344	2720	0.956	357	0.318
finish	0.356	2810	1.47	365	0.297
floorplan	-	2510	0.945	250	0.184
CTS	0.356	2810	1.50	365	0.317
global route	0.356	2810	1.53	365	0.318
global placement	0.344	2720	0.956	357	0.312
## cell usage in the layout (no fill, tap or decap), types with 4 or more instances in the layout
master	netlist	layout
a21oi_1	12	12
and3_1	4	4
clkbuf_8	0	5
clkdlybuf4s50_1	0	9
dfrtp_1	47	45
dfstp_2	4	4
ha_1	4	4
inv_1	8	8
nand2_1	17	17
nand3_1	14	14
nand4_1	11	11
nor2_1	32	32
nor2b_1	4	4
nor3_1	9	9
nor4_1	7	7
o21ai_0	8	8
or3_1	9	9
or4_1	5	5
xnor2_1	14	14
xor2_1	7	7
## power by group through the flow
| stage | clock, mW | sequential, mW | combinational [mW] |
|---|---|---|---|
| 6_report | 0.530 | 0.923 | 0.0132 |
| 5_1_grt | 0.591 | 0.926 | 0.0154 |
| 4_1_cts | 0.558 | 0.924 | 0.0141 |
## per-layer routing
metal,up-vias,track usage
li1,911,-
met1,855,0.182
met2,28,0.165
met3,7,0.0190
met4,0,0.0154
met5,-,0
Power and IR drop assume default switching activity.
